`./run.sh`:
```
#!/bin/bash
# OpenROAD 26Q1-2900-gdf79404cd8, Yosys 0.63+post, stock flow scripts
make -C /OpenROAD-flow-scripts/flow DESIGN_CONFIG=/design/flow/config.mk WORK_HOME=/design/flow/orfs finish
```
`./config.mk`:
```
export PLATFORM = sky130hd
export DESIGN_NAME = FloatingPointUnit
export DESIGN_NICKNAME = FloatingPointUnit
export VERILOG_FILES = /design/flow/design.v
export SDC_FILE = /design/flow/constraint.sdc
export NUM_CORES = 4
export LEC_CHECK = 1
export CORE_UTILIZATION = 30
```
`./constraint.sdc`:
```
current_design FloatingPointUnit

set clk_period 21.0
set clk_io_pct 0.2

create_clock -name clk0 -period $clk_period

set non_clock_inputs [all_inputs -no_clocks]
set_input_delay [expr $clk_period * $clk_io_pct] -clock clk0 $non_clock_inputs
set_output_delay [expr $clk_period * $clk_io_pct] -clock clk0 [all_outputs]
```
`./design.v`:
```
module FloatingPointUnit (
    input  [31:0] A,        
    input  [31:0] B,        
    input  [1:0] OpSel,     
    output reg [31:0] Result  
);
wire sign_a, sign_b, sign_result;
wire [7:0] exp_a, exp_b, exp_result;
wire [23:0] mant_a, mant_b, mant_result;
reg  [23:0] mant_a_norm, mant_b_norm;
reg  [47:0] mant_mult;
wire [23:0] mant_div;
wire [7:0] exp_add_sub;
assign sign_a = A[31];
assign exp_a = A[30:23];
assign mant_a = {1'b1, A[22:0]};  
assign sign_b = B[31];
assign exp_b = B[30:23];
assign mant_b = {1'b1, B[22:0]};  
always @(*) begin
    case (OpSel)
        2'b00: begin  
            if (exp_a > exp_b) begin
                mant_b_norm = mant_b >> (exp_a - exp_b);
                exp_result = exp_a;
            end else begin
                mant_a_norm = mant_a >> (exp_b - exp_a);
                exp_result = exp_b;
            end
            {sign_result, mant_result} = {sign_a, mant_a_norm} + {sign_b, mant_b_norm};
        end
        2'b01: begin  
            if (exp_a > exp_b) begin
                mant_b_norm = mant_b >> (exp_a - exp_b);
                exp_result = exp_a;
            end else begin
                mant_a_norm = mant_a >> (exp_b - exp_a);
                exp_result = exp_b;
            end
            {sign_result, mant_result} = {sign_a, mant_a_norm} - {sign_b, mant_b_norm};
        end
        2'b10: begin  
            mant_mult = mant_a * mant_b;
            exp_result = exp_a + exp_b - 127;  
            sign_result = sign_a ^ sign_b;
            mant_result = mant_mult[47:24];  
        end
        2'b11: begin  
            mant_result = mant_a / mant_b;
            exp_result = exp_a - exp_b + 127;  
            sign_result = sign_a ^ sign_b;
        end
        default: begin
            exp_result = 8'b0;
            mant_result = 24'b0;
            sign_result = 1'b0;
        end
    endcase
    Result = {sign_result, exp_result, mant_result[22:0]};
end
endmodule
```
==> impl_metrics.env <==
# yosys + openroad results
export IMPL_antenna_found_initial=2
export IMPL_edf_count=0
export IMPL_synthCells=2973
export IMPL_cts_repair_resized=0
export IMPL_synthFlopType="dlxtn_1"
export IMPL_drv_cap=0
export IMPL_overflow=0
export IMPL_cp_arrival_ns=13.03
export IMPL_ys_cells=2973
export IMPL_p_per_area_mw_per_mm2=248
export IMPL_placementRows=105
export IMPL_max_slew_margin_rel=0.426
export IMPL_ys_flops=48
export IMPL_fmax_mhz=58.1
export IMPL_switching_share=0.610
export IMPL_pin_count=98
export IMPL_yosysWarnings=110
export IMPL_cp_required_ns=16.80
export IMPL_untimed_endpoints=48
export IMPL_grt_pass1_vias=21200
export IMPL_die_h_um=292
export IMPL_worst_pin_slew_ns=0.850
export IMPL_end_kind="primary output"
export IMPL_drcViolationCount=0
export IMPL_die_w_um=292
export IMPL_layout_setup_ws_ns=3.77
export IMPL_cts_hold_buf=0
export IMPL_cp_max_fo=16
export IMPL_initialDrtViolationCount=1166
export IMPL_p_switching_mw=4.15
export IMPL_start_kind="primary input"
export IMPL_fin_setup_tns_ns=0
export IMPL_slew_viol_final=0
export IMPL_fp_utilization=0.305
export IMPL_peakVddDrop_v=0.000470
export IMPL_rsz0062_at_grt="false"
export IMPL_vias_per_cell=4.92
export IMPL_gr_usage_all_layers=0.192
export IMPL_syn_area_per_cell_um2=8.46
export IMPL_final_hold_violation_count=0
export IMPL_setup_violations=0
export IMPL_intPower_mw=2.66
export IMPL_warnings=99
export IMPL_post_cts_setup_buffer_count=0
export IMPL_period_used=0.820
export IMPL_grt_max_degree=56
export IMPL_hold_class="primary input to primary output"
export IMPL_synthArstFlopShare=0
export IMPL_ant_nets=0
export IMPL_crit_type="primary input to primary output"
export IMPL_dieArea_mm2=0.0850
export IMPL_period_needed_ns=17.23
export IMPL_drive_above_1_share=0.0378
export IMPL_globalplace_congestion=0.950
export IMPL_ys_types=77
export IMPL_status="finished clean"
export IMPL_vias=20000
export IMPL_areaGrowthSynthToFinish_pct=8.93
export IMPL_dp_hpwl_um=58700
export IMPL_totalWireLength_um=74900
export IMPL_numPortBuffers=98
export IMPL_unclocked_regs=48
export IMPL_synth_area_mm2=0.0252
export IMPL_grt_pass1_wl_um=122000
export IMPL_p_leak_nw=13.8
export IMPL_coreArea_mm2=0.0825
export IMPL_drtPass1Iterations=6
export IMPL_ys_chip_area_mm2=0.0252
export IMPL_pre_cts_ws_ns=3.83
export IMPL_routedWlPerCell_um=18.4
## cell usage in the layout (no fill, tap or decap), types with 16 or more instances in the layout
| cell | n |
|---|---|
| a21o_1 | 29 |
| a21oi_1 | 83 |
| a31oi_1 | 20 |
| and2_1 | 158 |
| buf_4 | 65 |
| clkdlybuf4s50_1 | 97 |
| dlxtn_1 | 48 |
| fa_1 | 493 |
| ha_1 | 290 |
| inv_1 | 642 |
| mux2i_1 | 71 |
| nand2_1 | 348 |
| nand3_1 | 27 |
| nand4_1 | 18 |
| nor2_1 | 186 |
| nor3_1 | 31 |
| o21ai_0 | 71 |
| o22ai_1 | 17 |
| o31ai_1 | 16 |
| xnor2_1 | 35 |
| xor2_1 | 22 |
## cells in the mapped netlist, drive strengths merged (4+ instances only)
cell type  number  share of area
mux2i          72          0.029
nor2          186          0.028
o21bai         10         0.0030
o21a           13         0.0039
a2111oi         5         0.0017
clkbuf        120          0.018
a221oi          7         0.0024
or3             7         0.0017
xnor2          39          0.014
o21ai          73          0.015
and2          158          0.039
o221ai          4         0.0014
fa            493           0.39
nor3           32         0.0066
nor2b          11         0.0027
and3           10         0.0025
buf            23         0.0051
nand2b         14         0.0035
o22ai          17         0.0042
clkinv          9         0.0013
dlxtn          48          0.029
a31oi          20         0.0050
or2             4        0.00099
mux4           13          0.012
o31ai          18         0.0061
o211ai         11         0.0033
a211o           5         0.0017
ha            290           0.14
nand3          28         0.0056
a21o           29         0.0087
mux2           15         0.0069
a211oi         16         0.0050
nand2         349          0.052
inv           643          0.096
o32ai           6         0.0021
nand4          18         0.0045
xor2           22         0.0077
nor4            5         0.0012
a21oi          83          0.017
## registers in the layout, indices dropped and copies added, names as in the netlist
signal / flops
mant_b_norm: 24
mant_a_norm: 24
## path summary, 6_finish.rpt
check   from         end  slack [ns]  depth (start not counted)
max     A[8]  Result[15]        3.77                         28
min    B[30]  Result[30]        9.41                          4
## power groups by stage
stage	logic [mW]	clock network, mW	registers (mW)
global route	7.66	0	0.0201
CTS	6.90	0	0.0191
## logic make-up after synthesis
group           share of synthesized area
buf+inv                             0.120
mux                                0.0476
xor+xnor                           0.0221
simple gates                        0.151
latches                            0.0286
compound gates                     0.0939
fa+ha+maj                           0.537
## through the flow
step | instances | cell area (µm²) | power (mW) | util | hold slack (ns)
2_1_floorplan | 2973 | 25200 | 4.35 | - | 8.48
3_3_place_gp | 4063 | 27400 | 6.90 | 0.332 | 9.43
3_5_place_dp | 4063 | 27400 | 6.85 | 0.332 | 9.42
4_1_cts | 4063 | 27400 | 6.91 | 0.332 | 9.43
5_1_grt | 4063 | 27400 | 7.68 | 0.332 | 9.50
6_report | 4065 | 27400 | 6.80 | 0.332 | 9.41
## critical path, stage by stage
cell and delay (ns):
clkdlybuf4s50_1 0.40, buf_4 0.21, inv_1 0.48, nor2_1 0.15, fa_1 0.56, inv_1 0.05, fa_1 0.52, inv_1 0.05
fa_1 0.51, fa_1 0.44, fa_1 0.53, fa_1 0.58, inv_1 0.07, fa_1 0.53, inv_1 0.04, ha_1 0.30
a21o_1 0.18, a211o_1 0.29, a221oi_1 0.34, o32ai_1 0.15, buf_4 0.22, a21o_1 0.17, a211oi_1 0.63, o21bai_1 0.20
a31oi_1 0.24, xor2_1 0.34, o22ai_1 0.16, clkdlybuf4s50_1 0.46
## routing by layer
metal,up-vias,global-route usage,part of all wire
met5,-,0,0
met2,805,0.301,0.46
li1,9259,-,-
met3,90,0.0653,0.096
met4,0,0.0343,0.022
met1,9854,0.265,0.42
## cell type report
class,count,area [µm²]
fillers,8600,55100
diodes,2,5.00
multi-input cells,2130,21400
repair buffers,163,1460
well taps,1070,1340
inverters,652,2450
flip-flops and latches,48,721
Power and IR drop assume default switching activity.
