`flow/config.mk`:
```
export PLATFORM = sky130hd
export DESIGN_NAME = ArithmeticUnit
export DESIGN_NICKNAME = ArithmeticUnit
export VERILOG_FILES = /design/flow/design.v
export SDC_FILE = /design/flow/constraint.sdc
export NUM_CORES = 4
export LEC_CHECK = 1
export CORE_AREA = 10 10 90 90
export DIE_AREA = 0 0 100 100
```
`flow/constraint.sdc`:
```
current_design ArithmeticUnit

set clk_period 3.9
set clk_io_pct 0.2

create_clock -name clk0 -period $clk_period

set non_clock_inputs [all_inputs -no_clocks]
set_input_delay [expr $clk_period * $clk_io_pct] -clock clk0 $non_clock_inputs
set_output_delay [expr $clk_period * $clk_io_pct] -clock clk0 [all_outputs]
```
`flow/design.v`:
```
module ArithmeticUnit (
    input  [3:0] A,        
    input  [3:0] B,        
    input  [1:0] OpSel,    
    output reg [3:0] Result,  
    output reg Overflow     
);
always @(*) begin
    Overflow = 0;  
    case (OpSel)
        2'b00: begin  
            {Overflow, Result} = A + B;
        end
        2'b01: begin  
            {Overflow, Result} = A - B;
        end
        2'b10: begin  
            Result = A * B;
            Overflow = (A * B > 15);  
        end
        2'b11: begin  
            if (B != 0) begin
                Result = A / B;
                Overflow = 0;  
            end else begin
                Result = 4'b0000;  
                Overflow = 1;     
            end
        end
        default: begin
            Result = 4'b0000;
            Overflow = 0;
        end
    endcase
end
endmodule
```
`flow/run.sh`:
```
#!/bin/bash
# OpenROAD 26Q1-2900-gdf79404cd8, Yosys 0.63+post, stock flow scripts
make -C /OpenROAD-flow-scripts/flow DESIGN_CONFIG=/design/flow/config.mk WORK_HOME=/design/flow/orfs finish
```
==> impl_metrics.json <==
{
  "outcome": "complete, but fails checks",
  "violations": "negative setup slack",
  "fp.dieW_um": 100,
  "drive_gt1_share_pct": 44.3,
  "syn_inst": 145,
  "setup_viol": 3,
  "ys_area_mm2": 0.00113,
  "wl_met1_um": 1700,
  "hpwlAfterDp_um": 2640,
  "antenna_found_initial": 0,
  "wl_met2_um": 1400,
  "highest_layer": "met3",
  "grt_pass1_vias": 1198,
  "area_growth_pct": 63.1,
  "worst_pin_slew_ps": 364,
  "gp_congestion": 0.834,
  "crit_path_max_incr_delay_ps": 340,
  "clockBufferCount": 0,
  "rsz0062_at_grt": "true",
  "grt_pass1_wl_um": 5510,
  "synth.most_common_cell": "ha_1",
  "power_leakage_nw": 0.880,
  "synth_cell_types": 37,
  "vias": 1196,
  "antenna_cells": 0,
  "core-area_mm2": 0.00628,
  "grtUsageTotal_pct": 6.41,
  "setup_slack_ps": -885,
  "grt_overflow": 0,
  "yosysWarnings": 1,
  "synth.avg_cell_area_um2": 7.83,
  "hold_depth": 7,
  "startpoint_type": "input port",
  "routedWlPerCell_um": 11.7,
  "viasPerCell": 4.30,
  "top_cell_area_share_pct": 36.4,
  "ant_nets": 0,
  "design.seq.count": 0,
  "finalCriticalPeriod_ps": 4780,
  "die_h_um": 100,
  "synthesis.area_mm2": 0.00113,
  "max_clock_freq_mhz": 209,
  "arrival_ps": 4000,
  "yosys.area.top_type": "ha_1",
  "num_rows": 29,
  "fillCellCount": 643,
  "post-route-period-util_pct": 123,
  "power.total_mw": 0.268,
  "area_leaders": "ha_1 (36%), fa_1 (11%), inv_1 (7.3%), a21oi_1 (6.2%), nor2_1 (4.3%)",
  "dieArea_mm2": 0.0100,
  "cp_data_required_time_ps": 3120,
  "ys_seq_share_pct": 0,
  "path_max_fanout": 4,
  "grt_max_degree": 11,
  "worstSetupPathType": "input port to primary output",
  "hold_path_end": "Result[3]",
  "drt-initial-drc-count": 59,
  "timing.max_cap.violations": 0,
  "holdCritPathClass": "input port to primary output",
  "p_per_area_mw_per_mm2": 145,
  "critical-path-slowest-cell": "mux2_4",
  "ctsHoldBuffers": 0,
  "drv_slew": 0,
  "ff_latch_area_um2": 0,
  "path_delay_family": "AND-OR/OR-AND gates",
  "critPathBufInv": 3,
  "met3WireLength_um": 137,
  "slew_headroom_pct": 75.6,
  "fin_tns_setup_ps": -1530,
  "min_from": "A[3]",
  "dr.pass1.iters": 4,
  "top_cells_by_count": "ha_1 (33), inv_1 (22), a21oi_1 (14)",
  "drc_errors": 0,
  "endpoint_kind": "primary output",
  "port_buffers": 15,
  "yosysCellCount": 145,
  "final_hold_viol_count": 0,
  "ir_drop_mv": 0.0558,
  "routed_wl_um": 3240,
  "boundaryPins": 15,
  "crit_chain": "buf_12 -> inv_16 -> ha_4 -> nor4b_4 -> a2bb2oi_2 -> ha_1 -> o21a_1 -> o211ai_2 -> o21ai_2 -> ha_1 -> o21a_1 -> o21ai_1 -> a21oi_2 -> mux2_4 -> ha_4 -> a21boi_2 -> o21ai_1 -> a21oi_1 -> buf_2",
  "fp_util_pct": 18.1,
  "warnings": 43,
  "post-place-cells": 269,
  "fin_cells": 278
}
-- worst min-delay path: cells and delay by family --
family	cells	cell delay [ps]
AND-OR/OR-AND	3	290
buffers and inverters	2	210
adder cells (fa/ha/maj)	1	140
AND/OR/NAND/NOR	1	60
-- layout by cell type, fill, tap and decap left out, types with 2 or more instances in the layout --
master | Yosys | layout
a21oi_1 | 14 | 11
a21oi_2 | 1 | 4
and2_1 | 4 | 3
buf_2 | 2 | 6
buf_4 | 0 | 37
buf_6 | 0 | 9
clkdlybuf4s50_1 | 0 | 2
fa_1 | 6 | 4
fa_2 | 0 | 2
ha_1 | 33 | 28
ha_4 | 0 | 4
inv_1 | 22 | 16
inv_2 | 1 | 6
nand2_1 | 7 | 6
nor2_1 | 13 | 11
nor2_2 | 0 | 2
nor3_1 | 5 | 5
o21a_1 | 4 | 4
o21ai_0 | 5 | 2
o21ai_1 | 2 | 3
o21ai_2 | 0 | 2
xnor2_1 | 4 | 4
-- per-stage QoR --
| stage | setup slack (ps) | hold WS (ps) | utilization [%] | instance area, um^2 |
|---|---|---|---|---|
| 2_1_floorplan | -518 | 1760 | - | 1190 |
| 3_3_place_gp | -1690 | 2750 | 26.8 | 1680 |
| 3_5_place_dp | -1770 | 2760 | 26.8 | 1680 |
| 4_1_cts | -925 | 2330 | 28.3 | 1780 |
| 5_1_grt | -1110 | 2330 | 29.5 | 1850 |
| 6_report | -885 | 2260 | 29.5 | 1850 |
-- layout make-up --
| cell class | instances | area (um^2) | area share [%] |
|---|---|---|---|
| Tap cell | 77 | 96.3 | 5.21 |
| Multi-Input combinational cell | 120 | 1170 | 63.5 |
| Timing Repair Buffer | 58 | 477 | 25.8 |
| Inverter | 23 | 103 | 5.54 |
-- per-layer routing --
| layer | global-route usage, % | vias to the layer above |
|---|---|---|
| met5 | 0 | - |
| met3 | 0.902 | 0 |
| met2 | 10.2 | 18 |
| met1 | 9.53 | 557 |
| li1 | - | 621 |
| met4 | 0.109 | 0 |
-- kinds of logic (layout without fill, tap and decap cells) --
group | Yosys count | after routing | synth area share [%]
fa+ha+maj | 39 | 39 | 47.0
mux | 3 | 3 | 2.87
compound gates | 40 | 40 | 23.8
xor+xnor | 4 | 4 | 3.09
simple gates | 34 | 34 | 14.8
buf+inv | 25 | 81 | 8.49
-- power by group --
group / total (mW) / switching, mW / internal (mW)
logic: 0.268 / 0.124 / 0.144
registers: 0 / 0 / 0
clock network: 0 / 0 / 0
total: 0.268 / 0.124 / 0.144
-- worst max-delay path by stage --
| stage | from | to | slack [ps] | cells past startpoint |
|---|---|---|---|---|
| 6_report | B[0] | Result[0] | -880 | 19 |
| 4_1_cts | B[0] | Result[0] | -920 | 20 |
| 5_1_grt | B[0] | Result[0] | -1110 | 21 |
-- repair_timing --
| action | 4_1_cts | 5_1_grt |
|---|---|---|
| setup endpoints to repair | 5 | 5 |
| buffers inserted | 6 | 4 |
| gates resized | 61 | 24 |
| pin swaps | 18 | 13 |
Power and IR drop assume default switching activity.
